## flow/run.sh

```bash
#!/bin/bash
# OpenROAD 26Q1-2900-gdf79404cd8, Yosys 0.63+post, stock flow scripts
make -C /OpenROAD-flow-scripts/flow DESIGN_CONFIG=/design/flow/config.mk WORK_HOME=/design/flow/orfs finish
```

## flow/constraint.sdc

```tcl
current_design cp_pi_if

set clk_period 3.7
set clk_io_pct 0.2

create_clock -name clk0 -period $clk_period [get_ports {CLK}]

set non_clock_inputs [all_inputs -no_clocks]
set_input_delay [expr $clk_period * $clk_io_pct] -clock clk0 $non_clock_inputs
set_output_delay [expr $clk_period * $clk_io_pct] -clock clk0 [all_outputs]
```

## flow/config.mk

```make
export PLATFORM = sky130hd
export DESIGN_NAME = cp_pi_if
export DESIGN_NICKNAME = cp_pi_if
export VERILOG_FILES = /design/flow/design.v
export SDC_FILE = /design/flow/constraint.sdc
export NUM_CORES = 4
export LEC_CHECK = 1
export CORE_UTILIZATION = 30
```

## flow/design.v

```verilog
module cp_pi_if(
    input CLK,  
    input RTC_CS_n,
    input IORD_n,
    input IOWR_n,
    input [1:0] CP_A,
    input PI_REQ,
    input PI_WR,
    input [1:0] PI_A,
    output reg PI_ACK,
    inout [7:0] D,
    output reg LE_OUT = 1'b0,
    output reg OE_IN_n = 1'b1,
    output OE_OUT_n,
    inout [7:0] PI_D,
    output INT6_n,
    output reg PI_IRQ,
    output [15:0] RAM_A,
    output reg RAM_OE_n = 1'b1,
    output reg RAM_WE_n = 1'b1
    );
localparam [1:0] REG_SRAM = 2'd0;
localparam [1:0] REG_IRQ = 2'd1;
localparam [1:0] REG_A_LO = 2'd2;
localparam [1:0] REG_A_HI = 2'd3;
localparam [2:0] STATE_IDLE = 3'd0;
localparam [2:0] STATE_SWAP_ADDRESSES = 3'd1;
localparam [2:0] STATE_ADDRESS_STABLE = 3'd2;
localparam [2:0] STATE_LATCH_OPEN = 3'd3;
localparam [2:0] STATE_LATCH_CLOSED = 3'd4;
reg [2:0] state;
wire cp_rd = !RTC_CS_n && !IORD_n;
wire cp_wr = !RTC_CS_n && !IOWR_n;
wire cp_req = cp_rd || cp_wr;
reg cp_req_sync;
reg cp_ack;
reg pi_req_sync;
always @(posedge CLK) begin
    cp_req_sync <= cp_req;
    pi_req_sync <= PI_REQ;
end
reg cp_irq;
assign INT6_n = cp_irq ? 1'b0 : 1'bz;
assign OE_OUT_n = !cp_rd;
reg [1:0] access_reg;
reg write_access;
reg cp_access;
reg drive_data_from_pi;
wire drive_irq = state != STATE_IDLE && access_reg == REG_IRQ && !write_access;
assign D = drive_data_from_pi ? PI_D : (drive_irq ? {7'd0, cp_access ? cp_irq : PI_IRQ} : 8'bz);
reg [7:0] pi_data;
assign PI_D = PI_REQ && !PI_WR ? pi_data : 8'bz;
reg [15:0] front_address;
reg [15:0] back_address;
assign RAM_A = front_address;
always @(posedge CLK) begin
    case (state)
        STATE_IDLE: begin
            if (cp_req_sync && !cp_ack) begin
                state <= !cp_access ? STATE_SWAP_ADDRESSES : STATE_ADDRESS_STABLE;
                access_reg <= CP_A;
                write_access <= !IOWR_n;
                cp_access <= 1'b1;
                if (!IOWR_n) begin
                    OE_IN_n <= 1'b0;
                end else begin
                    if (CP_A == REG_SRAM)
                        RAM_OE_n <= 1'b0;
                end
            end else if (pi_req_sync && !PI_ACK) begin
                state <= cp_access ? STATE_SWAP_ADDRESSES : STATE_ADDRESS_STABLE;
                access_reg <= PI_A;
                write_access <= PI_WR;
                cp_access <= 1'b0;
                if (PI_WR) begin
                    drive_data_from_pi <= 1'b1;
                end else begin
                    if (PI_A == REG_SRAM)
                        RAM_OE_n <= 1'b0;
                end
            end
        end
        STATE_SWAP_ADDRESSES: begin
            front_address <= back_address;
            back_address <= front_address;
            state <= STATE_ADDRESS_STABLE;
        end
        STATE_ADDRESS_STABLE: begin
            if (write_access) begin
                if (access_reg == REG_SRAM)
                    RAM_WE_n <= 1'b0;
            end else begin
                if (cp_access)
                    LE_OUT <= 1'b1;
            end
            state <= STATE_LATCH_OPEN;
        end
        STATE_LATCH_OPEN: begin
            LE_OUT <= 1'b0;
            RAM_WE_n <= 1'b1;
            if (write_access) begin
                case (access_reg)
                    REG_IRQ: begin
                        if (D[7])
                            {PI_IRQ, cp_irq} <= {PI_IRQ, cp_irq} | D[1:0];
                        else
                            {PI_IRQ, cp_irq} <= {PI_IRQ, cp_irq} & ~D[1:0];
                    end
                    REG_A_LO: front_address[7:0] <= D;
                    REG_A_HI: front_address[15:8] <= D;
                endcase
            end else begin
                if (!cp_access)
                    pi_data <= D;
            end
            state <= STATE_LATCH_CLOSED;
        end
        STATE_LATCH_CLOSED: begin
            OE_IN_n <= 1'b1;
            RAM_OE_n <= 1'b1;
            drive_data_from_pi <= 1'b0;
            if (access_reg == REG_SRAM)
                front_address <= front_address + 16'd1;
            if (cp_access)
                cp_ack <= 1'b1;
            else
                PI_ACK <= 1'b1;
            state <= STATE_IDLE;
        end
    endcase
    if (!cp_req_sync)
        cp_ack <= 1'b0;
    if (!pi_req_sync)
        PI_ACK <= 1'b0;
end
endmodule
```

==> reports/results.tsv <==
stage	metric	value	unit
clocking	clkSinkCount	58	
placement	dpl-instance-area	3068	µm²
synth	synthTopCellsByArea	edfxtp_1, nand2_1, dfxtp_1, xor2_1, nor2_1	
synth	common_cells	edfxtp_1, nand2_1, nor2_1	
synth	ys_area	2625	µm²
clocking	cts_buffers	9	
synth	numSynthFlops	58	
synth	yosysCellCount	209	
outcome	error	[error] [KeplerFormal.cpp:679] Workflow failed: Iso has multiple drivers: .D0, _183_.Y0	
synth	top_cell_area_share	61.77	%
synth	ff_type	edfxtp_1	
floorplanning	fp_util	31.47	%
synth	synth_seq_share	64.82	%
floorplanning	ios	50	
clocking	hold_buffers	0	
synth	synth_area	2625	µm²
synth	yosysUniqueCellTypes	48	
synth	syn_area_per_cell	12.56	µm²
floorplanning	die_w	95.54	µm
placement	dp_cells	343	
clocking	post_cts_resized	0	
floorplanning	rows	33	
outcome	failed_stage	clock tree synthesis	
placement	dp_hpwl	3771	µm
clocking	h-tree-depth	3	
synth	yosys_warnings	4	
floorplanning	die_y	95.54	µm
placement	gp_congestion	0.8178	
clocking	post_cts.repair.setup_buffers	0	
synth	yosys.cell_count.top_type	edfxtp_1	
synth	async_flop_share	0	%
synth	synth-edff-count	54	
synth	top_area_cell	edfxtp_1	
clocking	clock_path_buffers	2	
clocking	cts-root-buf	clkbuf_8	
placement	numPortBuffers	32	
synth	syn_inst	209	
outcome	status	aborted with a tool error	
## kinds of logic after synthesis
family	synth area share, %
fa+ha+maj	0.4766
xor+xnor	5.005
flops	64.82
other cells	0.1429
simple gates	15.63
compound gates	9.628
buf+inv	3.050
mux	1.239
## stage by stage
stage               hold WS, ns  worst slack [ns]
detailed placement       0.4517             1.118
global placement         0.4515             1.117
floorplan                0.4373             1.922
